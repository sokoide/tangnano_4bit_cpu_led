`flow/run.sh`:
```
#!/bin/bash
# OpenROAD 26Q1-2900-gdf79404cd8, Yosys 0.63+post, stock flow scripts
make -C /OpenROAD-flow-scripts/flow DESIGN_CONFIG=/design/flow/config.mk WORK_HOME=/design/flow/orfs finish
```
`flow/config.mk`:
```
export PLATFORM = sky130hd
export DESIGN_NAME = top
export DESIGN_NICKNAME = top
export VERILOG_FILES = /design/flow/design.v
export SDC_FILE = /design/flow/constraint.sdc
export NUM_CORES = 4
export LEC_CHECK = 1
export CORE_UTILIZATION = 50
```
`flow/constraint.sdc`:
```
current_design top

set clk_period 5.3
set clk_io_pct 0.2

create_clock -name clk0 -period $clk_period [get_ports {clk}]

set non_clock_inputs [all_inputs -no_clocks]
set_input_delay [expr $clk_period * $clk_io_pct] -clock clk0 $non_clock_inputs
set_output_delay [expr $clk_period * $clk_io_pct] -clock clk0 [all_outputs]
```
`flow/design.v`:
```
module cpu(
        input  logic         reset,
        input  logic         clk,
        input  logic [3:0]   btn,
        input  logic [23:0]  counter,
        output logic [3:0]   led,
        output logic [3:0]   pc,
        output logic [7:0]   col,
        output logic [7:0]   row,
        input  logic [7:0]   dout
    );
    logic [4:0] op;
    logic [2:0] sss;
    assign op  = dout[7:3];
    assign sss = dout[2:0];
    wire [2:0]i = counter[15:13];
    logic        c_flag;
    logic [3:0]  regs [7:0];
    assign led = regs[6];
    assign pc = regs[7];
    assign row = { regs[i][0], regs[i][1], regs[i][2], regs[i][3], 4'b0000};
    assign col ={i!=0,i!=1,i!=2,i!=3,i!=4,i!=5,i!=6,i!=7};
    always_ff @(posedge clk or negedge reset) begin
        if (!reset) begin
            {regs[0], regs[1], regs[2], regs[3], regs[4], regs[6], regs[7], c_flag} <= '0;
        end
        else begin
            regs[5] <= btn;
            casez (op)
                5'b00zzz:
                    regs[op[2:0]] <= regs[sss];
                5'b01000: begin
                    regs[0] <= regs[0] + regs[sss];
                    c_flag  <= ((regs[0] + regs[sss]) > 4'd15) ? 1'b1 : 1'b0;
                end
                5'b01001:
                    regs[0] <= regs[0] | regs[sss];
                5'b01010:
                    regs[0] <= regs[0] & regs[sss];
                5'b01011:
                    regs[0] <= regs[0] ^ regs[sss];
                5'b01100: begin
                    regs[sss] <= regs[sss] + 1;
                    c_flag    <= ((regs[sss] + 1) > 4'd15) ? 1'b1 : 1'b0;
                end
                5'b01101:
                    regs[sss] <= ~regs[sss];
                5'b01110:
                    regs[sss] <= (regs[sss] >> 1) | ((regs[sss] << 3) & 4'b1000);
                5'b01111:
                    regs[sss] <= (regs[sss] << 1) | ((regs[sss] >> 3) & 4'b0001);
                5'b1000z: begin
                    regs[7] <= (c_flag) ? (regs[7] + 1) : {op[0], sss};
                    c_flag  <= 1'b0;
                end
                5'b1001z:
                    regs[7] <= {op[0], sss};
                5'b1010z:
                    regs[0] <= {op[0], sss};
                default:
                    ;  
            endcase
            if (op[4:1] != 4'b1000 && op[4:1] != 4'b1001) begin
                regs[7] <= regs[7] + 1;
            end
        end
    end
endmodule
module ram(
        input  logic        clk,
        input  logic        we,
        input  logic [3:0]  r_addr,
        output logic [7:0]  r_data,
        input  logic [3:0]  w_addr,
        input  logic [7:0]  w_data
    );
    (* ram_style = "block" *) logic [7:0] mem [15:0];
    initial begin
        mem[0] = 8'b1010_0001;   
        mem[1] = 8'b01111_000;   
        mem[2] = 8'b01100_110;   
        mem[3] = 8'b00_001000;   
        mem[4] = 8'b01100_001;   
        mem[5] = 8'b1001_0001;   
    end
    always_ff @(posedge clk) begin
        if (we) begin
            mem[w_addr] <= w_data;
        end
    end
    assign r_data = mem[r_addr];
endmodule
module top(
        input  logic       clk,
        input  logic       rst,
        input  logic       S1,
        input  logic       S2,
        output logic [5:0] leds,
        output logic [7:0] col,
        output logic [7:0] row
    );
    logic [7:0]  w_data;
    logic [7:0]  r_data;
    logic [3:0]  pc;
    logic [3:0]  led;
    logic [3:0]  btn;
    logic [23:0] counter;
    assign w_data = 8'd0;
    assign btn = {4'b00, S2, S1};
    assign leds = ~led;
    ram ram1 (
            .clk       (counter[23]),
            .we        (1'b0),
            .r_addr    (pc),
            .r_data    (r_data),
            .w_addr    (pc),
            .w_data    (w_data)
        );
    cpu cpu1 (
            .reset   (rst),
            .clk     (counter[23]),
            .btn     (btn),
            .counter (counter),
            .led     (led),
            .pc      (pc),
            .col     (col),
            .row     (row),
            .dout    (r_data)
        );
    always_ff @(posedge clk or negedge rst) begin
        if (!rst)
            counter <= 24'd0;
        else
            counter <= counter + 1;
    end
endmodule
```
==> flow_metrics.env <==
# flow metrics
export IMPL_warning_count=30
export IMPL_grt_pass1_wl_um=14000
export IMPL_yosysUniqueCellTypes=69
export IMPL_power_density_nw_per_um2=74.1
export IMPL_clk_pin_slew_ns=0.08
export IMPL_post_cts_buffers=0
export IMPL_num_vias=2913
export IMPL_ys_seq_elements=57
export IMPL_placed_area_um2=3980
export IMPL_clkPwrFrac=0.349
export IMPL_path_buffers=1
export IMPL_relSlewSlack=0.313
export IMPL_die_w_um=89.0
export IMPL_cts_resized=0
export IMPL_track_usage=0.239
export IMPL_diodes=0
export IMPL_r2r_slack_ns=3.34
export IMPL_setup_tns_ns=0
export IMPL_critPathSlowestCell="dfrtp_1"
export IMPL_htree_levels=1
export IMPL_power_frac_seq=0.615
export IMPL_cts_hold_buf=0
export IMPL_fmax_ghz=0.301
export IMPL_final_common_cell="dfrtp_1"
export IMPL_wirelength_um=8460
export IMPL_worst_pin_slew_ns=1.02
export IMPL_synth_seq_share=0.382
export IMPL_final_hold_violation_count=0
export IMPL_p_leak_nw=1.81
export IMPL_overflow=0
export IMPL_ys_warn_count=4
export IMPL_cp_max_fo=22
export IMPL_yosys_stat_cells=412
export IMPL_cp_top_family="flip-flops"
export IMPL_period_minus_slack_ns=3.33
export IMPL_drc_errors=0
export IMPL_rsz0062_at_grt="false"
export IMPL_placementRows=31
export IMPL_ios=26
export IMPL_first_global_vias=2626
export IMPL_dp_hpwl_um=6490
export IMPL_drive_gt1_frac=0.0918
export IMPL_drt_iter0_markers=195
export IMPL_detail_route_wl_per_cell_um=16.5
export IMPL_portBuffers=19
export IMPL_syn_area_um2=3780
export IMPL_dp_cells=510
export IMPL_drv_cap=0
export IMPL_unclocked_regs=33
export IMPL_clock_path_buffers=2
export IMPL_combPwrFrac=0.036
export IMPL_worstHoldPathType="reg -> reg"
export IMPL_fp_dieH_um=89.0
export IMPL_intPower_mw=0.236
export IMPL_clock_latency_ns=0.26
export IMPL_end_kind="primary output"
export IMPL_initCoreUtil=0.519
export IMPL_viasPerCell=5.68
export IMPL_p_sw_mw=0.0616
export IMPL_critPathArrivalTime_ns=2.27
export IMPL_post_synth_cell_area_avg_um2=9.18
export IMPL_skew_ns=0.00521
export IMPL_p_sw_frac=0.207
export IMPL_status="completed"
export IMPL_synthCells=412
export IMPL_ys_chip_area_um2=3780
export IMPL_root_buffer="clkbuf_8"
export IMPL_chipArea_um2=7920
export IMPL_fin_cells=513
export IMPL_grt_start_max_net_pins=58
export IMPL_numCtsBuffers=3
export IMPL_edf_count=4
export IMPL_antenna_left=0
export IMPL_async_flop_share=0.930
export IMPL_areaGrowthSynthToFinish_pct=6.32
export IMPL_cts_tree="done"
export IMPL_cp_cell_sequence="nor2b_1 -> a22o_1 -> a221oi_1 -> nor2_1 -> clkdlybuf4s50_1"
export IMPL_firstDrtPassIters=4
export IMPL_finalMaxSlewViolations=0
export IMPL_setup_worst_path_start_class="register"
export IMPL_worstPathRequired_ns=4.24
export IMPL_setup_violations=0
export IMPL_routabilityCongestion=0.885
export IMPL_untimed_endpoints=41
export IMPL_fin_area_um2=4020
export IMPL_crit_type="reg -> out"
export IMPL_synth_main_ff_cell="dfrtp_1"
export IMPL_core_um2=7290
export IMPL_lay_top_cells="53 x dfrtp_1, 36 x nor2_1, 31 x nand2_1"
export IMPL_antenna_found_initial=0
export IMPL_hold_start="counter[4]$_DFF_PN0_"
export IMPL_r2r_start="counter[15]$_DFF_PN0_"
export IMPL_critPathMaxStageDelay_ns=0.64
export IMPL_startpoint="counter[13]$_DFF_PN0_"
export IMPL_post_route_period_util=0.628
export IMPL_vdd_drop_max_mv=0.110
==> worst register-to-register path: cells and delay by family, from the launching register on <==
family	cells	cell delay [ns]
AND/OR/NAND/NOR	4	0.93
XOR/XNOR	1	0.17
flip-flops	1	0.79
==> layout make-up <==
| class | instances | area (µm²) |
|---|---|---|
| fillers | 711 | 3270 |
| multi-input cells | 310 | 2120 |
| flip-flops and latches | 57 | 1450 |
| repair buffers | 22 | 208 |
| well taps | 99 | 124 |
| inverters | 22 | 82.6 |
| clock buffers | 3 | 41.3 |
==> cells in the mapped netlist, drive strengths merged, types with 3 or more instances <==
library cell	number	area share
or3	4	0.0079
a21o	5	0.010
edfxtp	4	0.032
o21a	4	0.010
nor3b	4	0.0079
o21ai	14	0.019
a211oi	3	0.0060
xor2	7	0.016
nor2b	11	0.018
mux2i	5	0.013
clkbuf	10	0.0099
nand2	31	0.031
a21oi	27	0.036
inv	22	0.022
mux2	17	0.051
nor2	37	0.037
nand3	16	0.021
nand2b	13	0.021
nand4	5	0.0083
and3	8	0.013
dfrtp	53	0.35
a22oi	3	0.0073
nor3	16	0.022
ha	12	0.040
mux4	3	0.018
buf	17	0.029
xnor2	16	0.037
nor4	3	0.0066
a22o	6	0.014
==> cell families (layout without fill, tap and decap cells) <==
group / count (synthesis) / count (layout) / synth area share
and+or+nand+nor: 158 / 158 / 0.216
AOI/OAI and AO/OA: 85 / 85 / 0.159
DFF: 57 / 57 / 0.382
buffers and inverters: 49 / 47 / 0.0612
muxes: 25 / 25 / 0.0817
xor gates and xnor gates: 23 / 23 / 0.0532
adders and majority gates: 13 / 13 / 0.0450
other: 2 / 6 / 0.00198
==> final timing paths <==
kind / end / cells past startpoint
hold reg to reg: counter[4]$_DFF_PN0_ / 1
hold / removal: counter[4]$_DFF_PN0_ / 1
setup / recovery: row[7] / 5
max in group asynchronous: counter[10]$_DFF_PN0_ / 2
setup reg to reg: counter[23]$_DFF_PN0_ / 5
min in group asynchronous: counter[11]$_DFF_PN0_ / 2
==> power groups by stage <==
stage	Combinational, mW	Sequential, mW	Clock (mW)
final	0.0107	0.183	0.104
after global routing	0.0133	0.183	0.113
after CTS	0.0119	0.183	0.107
==> sequential cells by signal (all words and copies together), names as in the netlist <==
signal and cells:
cpu1.c_flag 1, cpu1.regs 32, counter 24
==> metrics by stage <==
stage,utilization,hold slack (ns),setup WS (ns),power (mW)
2_1_floorplan,-,0.436,2.81,0.191
3_3_place_gp,0.546,0.455,2.27,0.199
3_5_place_dp,0.546,0.456,2.25,0.199
4_1_cts,0.552,0.469,1.95,0.302
5_1_grt,0.552,0.479,1.79,0.309
6_report,0.552,0.464,1.97,0.298
==> routing by layer <==
layer | share of wire | vias to the layer above | global-route usage
met1 | 0.52 | 1374 | 0.408
met2 | 0.42 | 73 | 0.353
met4 | 0 | 0 | 0.00289
met3 | 0.060 | 0 | 0.0393
met5 | 0 | - | 0
li1 | - | 1466 | -
Power and IR drop assume default switching activity.
